--- /design/flow/config.mk ---
export PLATFORM = sky130hd
export DESIGN_NAME = cnt_clk_div
export DESIGN_NICKNAME = cnt_clk_div
export VERILOG_FILES = /design/flow/design.v
export SDC_FILE = /design/flow/constraint.sdc
export NUM_CORES = 4
export LEC_CHECK = 1
export CORE_AREA = 10 10 71 71
export DIE_AREA = 0 0 81 81
--- /design/flow/constraint.sdc ---
current_design cnt_clk_div

set clk_period 2.9
set clk_io_pct 0.2

create_clock -name clk0 -period $clk_period [get_ports {pclk}]

set non_clock_inputs [all_inputs -no_clocks]
set_input_delay [expr $clk_period * $clk_io_pct] -clock clk0 $non_clock_inputs
set_output_delay [expr $clk_period * $clk_io_pct] -clock clk0 [all_outputs]
--- /design/flow/design.v ---
module cnt_clk_div (
    input   wire            pclk,
    input   wire            presetn,
    input   wire    [1:0]   timer_base,
    output  wire            cnt_clk
);
    reg [14:0] div_cnt;
    always @(posedge pclk, negedge presetn) begin
        if (!presetn)
            div_cnt <= 15'b0;
        else
            div_cnt <= div_cnt + 1'b1;
    end
    assign cnt_clk =    (timer_base == 2'b00) ? (div_cnt[11:0] == 12'hFFF) :
                        (timer_base == 2'b01) ? (div_cnt[12:0] == 13'h1FFF) :
                        (timer_base == 2'b10) ? (div_cnt[13:0] == 14'h3FFF) :
                        (timer_base == 2'b11) ? (div_cnt[14:0] == 15'h7FFF) : 0;
endmodule
--- /design/flow/run.sh ---
#!/bin/bash
# OpenROAD 26Q1-2900-gdf79404cd8, Yosys 0.63+post, stock flow scripts
make -C /OpenROAD-flow-scripts/flow DESIGN_CONFIG=/design/flow/config.mk WORK_HOME=/design/flow/orfs finish
==> results.tsv <==
metric	value	unit
worst slack after detailed placement	0.3947	ns
storage element area	375.4	µm²
largest registers	div_cnt x15	
accumulated negative setup slack	0	ns
number of cells in Yosys stat	58	
CTS tree	yes	
Setup crit start kind	flop	
total wirelength of the detailed-routed design	1060	µm
fraction of power spent switching nets	18.48	%
via count	435	
number of antenna cells inserted	0	
via density per instance	3.816	
data arrival time at the worst-slack endpoint	2.19	ns
flop-to-flop setup slack	1.35	ns
final critical-path setup slack	0.1328	ns
required time worst endpoint	2.32	ns
switching power	0.07035	mW
number of logged tool warnings	25	
buffers inserted during post-CTS setup optimization	0	
RSZ-0062 raised after global routing	false	
Longest Clk Path Bufs	2	
post-cts resize count	0	
Largest register FFs	15	
count of distinct cell types in the synthesized netlist	17	
root buffer cell	clkbuf_8	
cell area power density	466.1	mW/mm²
peak fanout along the critical path	4	
Pint	0.3104	mW
share of the yosys chip area belonging to registers	55.87	%
Worst Setup EP	cnt_clk	
CTS H-tree depth	1	
area delta synth->final	21.60	%
remaining number of nets flagged by the antenna check after routing	0	
clock buffers created by TritonCTS	3	
crit share post-route	95.42	%
type of the most critical hold path	flop to flop	
type of element capturing the critical path	output pin	
outcome	finished, final reports clean	
number of cells on the worst reg-to-reg path	4	
Insertion Delay late pin	0.24	ns
Sinks on Clock Net	15	
worst slew margin relative to its limit	56.29	%
sum of net half-perimeters after detailed placement	783.1	µm
Setup Skew	0.001305	ns
worst hold slack across all endpoints	0.4659	ns
number of I/O port buffers	4	
Reg-to-Reg Start	div_cnt[0]$_DFF_PN0_	
vertical die size	81	µm
vias in the first global route	454	
iteration count of the initial detailed-routing pass	2	
total grt overflow	0	
Core Box Area	0.003633	mm²
Worst Max-Slew Pin Slew	0.6536	ns
combinational share of power	2.4	%
row count	22	
hold bufs inserted after CTS	0	
Final Max Slew Viols	0	
logic area	277.8	µm²
Final Hold Fails	0	
critical path class	flop to output pin	
portion of total power attributed to the clock network	42.6	%
global-route wire length before repair	1945	µm
register clock-pin slew on the reported worst setup and hold paths	0.06	ns
highest clock frequency the design can meet	0.3614	GHz
final count of negative-setup-slack endpoints	0	
number of violations reported at the end of detailed-routing iteration 0	43	
gate count after technology mapping	58	
capture point of the worst reg-to-reg path	div_cnt[12]$_DFF_PN0_	
mean routed wirelength per cell	9.298	µm
number of max-cap violations	0	
global placement routability congestion	0.7472	
top library cells by usage in the layout, fill and taps aside	dfrtp_1, xor2_1, xnor2_1, inv_1	
VDD IR max	0.1474	mV
Syn Std Cell Area	671.9	µm²
portion of total power attributed to sequential cells	55.0	%
synthesized chip area reported by yosys	671.9	µm²
starting density of the core	18.49	%
final worst path period need	2.767	ns
register bit count reported by yosys	15	
most used logic cell in the final layout	dfrtp_1	
largest register by flop count	div_cnt	
count of yosys warnings during synthesis	1	
leakage power summed over all cells	0.3557	nW
largest net degree at the start of global routing	16	
Die X-Extent	81	µm
number of antenna violations at the first check in global routing	0	
All-Layer GR Usage	3.726	%
Total Die Area	0.006561	mm²
detailed-route DRC error count	0	
CP Launch Point	div_cnt[0]$_DFF_PN0_	
mean post-synth cell area	11.58	µm²
proportion of layout cells with a drive suffix above 1	12.12	%
number of fillers in the final layout	390	
top-level I/O count	5	
## worst max-delay path: stages, from the launching register on
cell	delay [ns]
dfrtp_1	0.39
ha_1	0.23
nand3_2	0.13
or4_4	0.55
a211oi_2	0.16
clkdlybuf4s50_1	0.49
## cell usage after synthesis
cell | count | area (µm²)
dfrtp_1 | 15 | 375.4
and3_2 | 1 | 7.510
nand3_2 | 1 | 10.01
a211oi_2 | 1 | 12.51
nand2_1 | 2 | 7.510
o21ai_0 | 1 | 5.000
nand3_4 | 1 | 17.52
xor2_1 | 7 | 61.31
nand4_1 | 2 | 12.51
nand3_1 | 4 | 20.02
inv_1 | 5 | 18.77
nor3_1 | 4 | 20.02
or4_4 | 1 | 11.26
nor4_1 | 2 | 12.51
xnor2_1 | 6 | 52.55
nor2_1 | 4 | 15.01
ha_1 | 1 | 12.51
## power by group through the flow
stage | logic (mW) | registers [mW] | clock network [mW]
final | 0.00926 | 0.209 | 0.162
after CTS | 0.00963 | 0.209 | 0.166
after global routing | 0.0106 | 0.209 | 0.180
## metrics by stage
step	cells	util (%)	cell area (µm²)	power, mW
global route	114	22.49	817.0	0.4002
detailed placement	110	21.25	772.0	0.2227
finish	114	22.49	817.0	0.3808
floorplan	58	-	671.9	0.2142
global placement	110	21.25	772.0	0.2224
CTS	114	22.49	817.0	0.3853
## layer usage
layer | up-vias | GRT usage, % | share of wire [%]
met5 | - | 0 | 0
met3 | 2 | 2.561 | 11
li1 | 214 | - | -
met2 | 8 | 5.175 | 40
met4 | 0 | 0.3460 | 1.1
met1 | 211 | 4.866 | 48
## how the worst min path moves through the flow
stage / depth (start not counted) / slack (ns) / start / end
CTS: 1 / 0.47 / div_cnt[10]$_DFF_PN0_ / div_cnt[10]$_DFF_PN0_
global route: 1 / 0.51 / div_cnt[14]$_DFF_PN0_ / div_cnt[14]$_DFF_PN0_
finish: 1 / 0.47 / div_cnt[14]$_DFF_PN0_ / div_cnt[14]$_DFF_PN0_
## cells by family (layout without fill, tap and decap cells)
group	after synthesis	in the layout	synth area share (%)
and+or+nand+nor	22	22	19.93
buffers and inverters	5	13	2.794
DFF	15	15	55.87
xor gates and xnor gates	13	13	16.95
AOI/OAI and AO/OA	2	2	2.606
adders and majority gates	1	1	1.862
## final cells by class
class / instances / area share, %
inverter: 5 / 2.297
tap: 48 / 7.351
clock buffer: 4 / 5.513
sequential: 15 / 45.94
multi-input combinational: 38 / 34.00
timing repair buffer: 4 / 4.900
Power figures rest on the tool's default switching activity, not on a simulated workload.
